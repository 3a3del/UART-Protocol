==> /design/flow/design.v <==
`timescale 1ns / 1ps
module UART(
    input clk,
    input start,
    input [7:0] tx_in,
    input rx,
    output reg tx,
    output [7:0] rx_output,
    output rx_done,
    output tx_done
);
    parameter baud_rate = 9600;  
    reg bit_done = 0;  
    integer count = 0;
    parameter clk_value = 100_000;  
    parameter wait_count = clk_value / (baud_rate);
    parameter idle = 2'b00;  
    parameter send = 2'b01;  
    parameter check = 2'b11;  
    reg [1:0] state = idle;
    always @(posedge clk) begin
        if (state == idle) begin
            count <= 0;
        end else begin
            if (count >= wait_count) begin
                bit_done <= 1'b1;
                count <= 0;
            end else begin
                count <= count + 1;
                bit_done <= 1'b0;
            end
        end
    end
    reg [9:0] tx_data;
    integer bit_index = 0;
    reg [9:0] tx_shift = 0;
    always @(posedge clk) begin
        case (state)
            idle: begin
                tx <= 1'b1;
                tx_data <= 0;
                bit_index <= 0;
                tx_shift <= 0;
                if (start) begin
                    tx_data = {1'b1, tx_in, 1'b0};
                    state <= send;
                end else begin
                    state <= idle;
                end
            end
            send: begin
                tx <= tx_data[bit_index];
                state <= check;
                tx_shift <= {tx_data[bit_index], tx_shift[9:1]};
            end
            check: begin
                if (bit_index <= 9) begin
                    if (bit_done == 1'b1) begin
                        bit_index <= bit_index + 1;
                        state <= send;
                    end
                end else begin
                    state <= idle;
                    bit_index <= 0;
                end
            end
            default: state <= idle;
        endcase
    end
    assign tx_done = (bit_index == 9 && bit_done == 1) ? 1'b1 : 1'b0;
    integer rcount = 0;
    integer rindex = 0;
    parameter ridle = 2'b00, rcheck = 2'b01, recv = 2'b10, rwait = 2'b11;
    reg [1:0] rstate = ridle;
    reg [9:0] rxdata;
    always @(posedge clk) begin
        case (rstate)
            ridle: begin
                rxdata <= 0;
                rindex <= 0;
                rcount <= 0;
                if (rx == 1'b0) begin
                    rstate <= rwait;
                end else begin
                    rstate <= ridle;
                end
            end
            rwait: begin
                if (rcount < wait_count / 2) begin
                    rcount <= rcount + 1;
                    rstate <= rwait;
                end else begin
                    rcount <= 0;
                    rstate <= recv;
                    rxdata <= {rx, rxdata[9:1]};
                end
            end
            recv: begin
                if (rindex <= 9) begin
                    if (bit_done == 1'b1) begin
                        rindex <= rindex + 1;
                        rstate <= rwait;
                    end
                end else begin
                    rstate <= ridle;
                    rindex <= 0;
                end
            end
            default: rstate <= ridle;
        endcase
    end
assign rx_output = rxdata[8:1];
assign rx_done = (rindex == 9 && bit_done == 1) ? 1'b1 : 1'b0;
endmodule
==> /design/flow/run.sh <==
#!/bin/bash
# OpenROAD 26Q1-2900-gdf79404cd8, Yosys 0.63+post, stock flow scripts
make -C /OpenROAD-flow-scripts/flow DESIGN_CONFIG=/design/flow/config.mk WORK_HOME=/design/flow/orfs finish
==> /design/flow/config.mk <==
export PLATFORM = sky130hd
export DESIGN_NAME = UART
export DESIGN_NICKNAME = UART
export VERILOG_FILES = /design/flow/design.v
export SDC_FILE = /design/flow/constraint.sdc
export NUM_CORES = 4
export LEC_CHECK = 1
export CORE_UTILIZATION = 50
==> /design/flow/constraint.sdc <==
current_design UART

set clk_period 4.2
set clk_io_pct 0.2

create_clock -name clk0 -period $clk_period [get_ports {clk}]

set non_clock_inputs [all_inputs -no_clocks]
set_input_delay [expr $clk_period * $clk_io_pct] -clock clk0 $non_clock_inputs
set_output_delay [expr $clk_period * $clk_io_pct] -clock clk0 [all_outputs]
==> impl_metrics.prom <==
# HELP chip_impl_metric Metrics from one implementation run
# TYPE chip_impl_metric gauge
chip_impl_metric{name="peakVddDrop",unit="mV"} 0.3536
chip_impl_metric{name="clock_path_buffers",unit=""} 2
chip_impl_metric{name="p_leak",unit="nW"} 3.043
chip_impl_metric{name="routed-wl-met2",unit="mm"} 6.440
chip_impl_metric{name="pwr_density_cell",unit="nW/um2"} 658.9
chip_impl_metric{name="syn-cell-area",unit="um2"} 7941
chip_impl_info{name="status",value="finished clean"} 1
chip_impl_info{name="clock-root-buffer",value="sky130_fd_sc_hd__clkbuf_16"} 1
chip_impl_metric{name="synth_stat.cells",unit=""} 761
chip_impl_metric{name="crit_arrival",unit="ps"} 2320
chip_impl_metric{name="seq_area_frac_synth",unit="%"} 53.06
chip_impl_metric{name="rows",unit=""} 45
chip_impl_metric{name="placeableCoreArea",unit="um2"} 15370
chip_impl_metric{name="max_cap_viol_count",unit=""} 0
chip_impl_metric{name="dp.cells",unit=""} 967
chip_impl_metric{name="worstPathRequired",unit="ps"} 3360
chip_impl_info{name="startpoint_type",value="flip-flop"} 1
chip_impl_metric{name="fill_cells",unit=""} 1231
chip_impl_metric{name="cts_setup_buffers",unit=""} 0
chip_impl_metric{name="xor_xnor_area_share",unit="%"} 12.35
chip_impl_metric{name="gr-total-overflow",unit=""} 0
chip_impl_info{name="crit_type",value="reg2out"} 1
chip_impl_metric{name="dr_total_vias",unit=""} 5511
chip_impl_metric{name="design.portCount",unit=""} 22
chip_impl_metric{name="synthMuxAreaShare",unit="%"} 0.4096
chip_impl_metric{name="sw_frac_of_total",unit="%"} 35.04
chip_impl_metric{name="final_core_utilization",unit="%"} 57.69
chip_impl_metric{name="clock_sink_count",unit=""} 151
chip_impl_metric{name="vias_in_the_first_global_route",unit=""} 5276
chip_impl_info{name="worst_hold_path_type",value="reg2reg"} 1
chip_impl_info{name="setup.worst_path.end_class",value="primary output"} 1
chip_impl_metric{name="synth-async-reset-ratio",unit="%"} 0
chip_impl_metric{name="met1_length",unit="mm"} 7.053
chip_impl_metric{name="level_count_of_the_clock_h_tree",unit=""} 4
chip_impl_metric{name="setup_total_negative_slack",unit="ps"} 0
chip_impl_metric{name="cts-resized-gates",unit=""} 0
chip_impl_metric{name="num_antenna_cells",unit=""} 0
chip_impl_metric{name="tool_warning_count",unit=""} 34
chip_impl_metric{name="die_x",unit="um"} 128.0
chip_impl_metric{name="synthesis.area_per_instance",unit="um2"} 10.44
chip_impl_metric{name="final-max-slew-violation-count",unit=""} 0
chip_impl_metric{name="total_power_draw",unit="mW"} 5.843
chip_impl_metric{name="drive_gt1_share",unit="%"} 7.360
chip_impl_metric{name="rrSetupSlack",unit="ps"} 1870
chip_impl_metric{name="chip_area",unit="um2"} 16390
chip_impl_metric{name="layout_min_cycle_time",unit="ps"} 3162
chip_impl_metric{name="drt-wirelength-per-cell",unit="um"} 14.30
chip_impl_metric{name="grt_max_degree",unit=""} 35
chip_impl_metric{name="areaGrowthSynthToFinish",unit="%"} 11.66
chip_impl_metric{name="intPower",unit="mW"} 3.795
chip_impl_metric{name="finalSetupViolations",unit=""} 0
chip_impl_metric{name="holdWs",unit="ps"} 459.0
chip_impl_metric{name="simple_gate_share",unit="%"} 25.89
chip_impl_metric{name="critPathMaxFanout",unit=""} 4
chip_impl_metric{name="ys_area",unit="um2"} 7941
chip_impl_info{name="synth.logic.top_family",value="simple AND/OR/NAND/NOR gates"} 1
chip_impl_info{name="final_layout_top_logic_cell",value="sky130_fd_sc_hd__nor2_1"} 1
chip_impl_metric{name="sequential_share_of_power",unit="%"} 52.1
chip_impl_metric{name="drc",unit=""} 0
chip_impl_metric{name="gpl.final_weighted_congestion",unit=""} 0.8125
chip_impl_metric{name="yosysUniqueCellTypes",unit=""} 48
chip_impl_metric{name="clockPowerShare",unit="%"} 24.7
chip_impl_info{name="rsz0062_at_grt",value="false"} 1
chip_impl_metric{name="die_y",unit="um"} 128.0
chip_impl_info{name="cts_tree",value="built"} 1
chip_impl_metric{name="max_slew_margin",unit="%"} 60.28
chip_impl_metric{name="grt_antenna_before_repair",unit=""} 0
chip_impl_metric{name="initial_core_util",unit="%"} 51.66
chip_impl_metric{name="combinational_share_of_power",unit="%"} 23.1
chip_impl_metric{name="numCtsBuffers",unit=""} 17
chip_impl_info{name="layout.cells.most_common_list",value="sky130_fd_sc_hd__nor2_1 (136), sky130_fd_sc_hd__edfxtp_1 (119), sky130_fd_sc_hd__xor2_1 (81)"} 1
chip_impl_metric{name="synth.cellmix.adderShare",unit="%"} 2.206
chip_impl_metric{name="layout.cells.non_filler",unit=""} 999
chip_impl_metric{name="synth-warning-count",unit=""} 1
chip_impl_metric{name="edf_count",unit=""} 119
chip_impl_metric{name="post_synth_inst_count",unit=""} 761
chip_impl_metric{name="wl",unit="mm"} 14.29
chip_impl_metric{name="finalHoldViolCount",unit=""} 0
chip_impl_info{name="maxUsedRoutingLayer",value="met4"} 1
chip_impl_metric{name="antenna_violating_nets_post_route",unit=""} 0
chip_impl_metric{name="first_pass_iters",unit=""} 5
chip_impl_metric{name="place_hpwl",unit="mm"} 9.047
chip_impl_metric{name="compound_area_share",unit="%"} 2.379
chip_impl_metric{name="met3RoutedLength",unit="um"} 680
chip_impl_metric{name="clock_latency",unit="ps"} 420
chip_impl_metric{name="fin_crit_sh",unit="%"} 75.29
chip_impl_metric{name="number_of_hold_buffers_added_after_cts",unit=""} 0
chip_impl_metric{name="drt-vias-per-instance",unit=""} 5.517
chip_impl_metric{name="max_freq",unit="MHz"} 316.3
chip_impl_metric{name="numPortBuffers",unit=""} 21
chip_impl_info{name="ys.flop_type",value="sky130_fd_sc_hd__edfxtp_1"} 1
chip_impl_metric{name="drt_iter0_markers",unit=""} 374
chip_impl_metric{name="grt_usage",unit="%"} 19.82
chip_impl_metric{name="fin_worst_skew",unit="ps"} 9.019
chip_impl_metric{name="worst_pin_slew",unit="ps"} 595.8
chip_impl_metric{name="power_switching",unit="mW"} 2.047
chip_impl_metric{name="clkTransAtPathRegs",unit="ps"} 60
chip_impl_metric{name="global_route_wire_length_before_repair",unit="mm"} 24.78
chip_impl_metric{name="flip_flop_and_latch_count_after_synthesis",unit=""} 151
-- metal layers --
metal	GRT usage, %	vias up
met5	0	-
met4	1.799	0
met3	4.932	9
met2	28.61	112
met1	34.23	2635
li1	-	2755
-- power groups by stage --
stage	Clock, mW	Combinational [mW]	Sequential (mW)
4_1_cts	1.49	1.37	3.05
6_report	1.45	1.35	3.05
5_1_grt	1.54	1.54	3.16
-- cells by family after synthesis --
family                   count (synthesis)
AND-OR/OR-AND                           28
XOR/XNOR                               112
adder cells (fa/ha/maj)                 14
buffers and inverters                   60
flip-flops                             151
multiplexers                             2
AND/OR/NAND/NOR                        394
-- critical path: stages, from the launching register on --
cell                              delay [ps]
sky130_fd_sc_hd__edfxtp_1                470
sky130_fd_sc_hd__nor4_1                  440
sky130_fd_sc_hd__nand4_1                 200
sky130_fd_sc_hd__nor3_1                  280
sky130_fd_sc_hd__clkdlybuf4s50_1         520
-- registers in the layout, summed over array words and instances, names as in the netlist --
register / flops
bit_done: 1
bit_index: 32
count: 32
rcount: 32
rindex: 32
rstate: 2
rxdata: 9
state: 2
tx: 1
tx_data: 8
-- area by class of cell --
cell class	count	area (um2)	share of cell area (%)
tap	211	264.0	2.977
sequential	151	4214	47.52
inverter	25	93.84	1.058
clock buffer	20	478.0	5.390
timing repair buffer	30	277.8	3.132
clock inverter	12	85.08	0.9595
multi-input combinational	550	3455	38.96
-- path summary, 6_finish.rpt --
kind                                     end  depth (start not counted)     startpoint
worst min register to register      count[0]                          1       count[0]
worst max-delay path                 tx_done                          4  bit_index[31]
worst min-delay path                count[0]                          1       count[0]
worst max register to register  bit_index[3]                          5  bit_index[31]
-- synth_stat cells (all sizes together), types with 2 or more instances --
cell    count  area [um2]
clkbuf     14       62.56
and2       12       75.07
a211oi      3       22.52
xor2       81       709.4
buf        21       137.6
o31ai       2       15.01
and4       12       107.6
xnor2      31       271.5
and3       30       188.9
nor2b       3       18.77
a21oi       5       25.02
inv        25       93.84
or3         5       31.28
nand3      57       285.3
edfxtp    119        3573
nor4       35       267.8
a31oi       4       25.02
or2         4       25.02
nand2      34       127.6
ha         14       175.2
o21ai       5       28.78
dfxtp      32       640.6
nor3       16       80.08
nand4      45       296.5
o21bai      4       30.03
nor2      136       510.5
-- per-stage QoR --
step,worst slack [ps],instance area [um2]
2_1_floorplan,243.8,7941
3_3_place_gp,1555,8304
3_5_place_dp,1497,8304
4_1_cts,997.5,8867
5_1_grt,846.0,8867
6_report,1038,8867
Power figures rest on the tool's default switching activity, not on a simulated workload.
